==> /design/flow/design.v <==
module uart_rx(
input  wire       clk          ,  
input  wire       resetn       ,  
input  wire       uart_rxd     ,  
input  wire       uart_rx_en   ,  
output wire       uart_rx_break,  
output wire       uart_rx_valid,  
output wire [15:0] counter,
output wire [2:0] fsm,
output reg  [PAYLOAD_BITS-1:0] uart_rx_data    
);
parameter   BIT_RATE        = 12_500_000;  
localparam  BIT_P           = 1_000_000_000 * 1/BIT_RATE;  
parameter   CLK_HZ          =    50_000_000;
localparam  CLK_P           = 1_000_000_000 * 1/CLK_HZ;  
parameter   PAYLOAD_BITS    = 8;
parameter   STOP_BITS       = 1;
localparam       COUNT_REG_LEN      = 16;
localparam       CYCLES_PER_BIT     = BIT_P / CLK_P;
reg rxd_reg;
reg rxd_reg_0;
reg [PAYLOAD_BITS-1:0] recieved_data;
reg [COUNT_REG_LEN-1:0] cycle_counter;
reg [3:0] bit_counter;
reg bit_sample;
reg [2:0] fsm_state;
reg [2:0] n_fsm_state;
localparam FSM_IDLE = 0;
localparam FSM_START= 1;
localparam FSM_RECV = 2;
localparam FSM_STOP = 3;
assign uart_rx_break = uart_rx_valid && ~|recieved_data;
assign uart_rx_valid = fsm_state == FSM_STOP && n_fsm_state == FSM_IDLE;
always @(posedge clk) begin
    if(!resetn) begin
        uart_rx_data  <= {PAYLOAD_BITS{1'b0}};
    end else if (fsm_state == FSM_STOP) begin
        uart_rx_data  <= recieved_data;
    end
end
wire next_bit     = cycle_counter == (CYCLES_PER_BIT-1) ||
                        fsm_state       == FSM_STOP && 
                        cycle_counter   == (CYCLES_PER_BIT-1)/2;
wire payload_done = bit_counter   == PAYLOAD_BITS  ;
always @(*) begin
    case(fsm_state)
        FSM_IDLE : n_fsm_state = rxd_reg      ? FSM_IDLE : FSM_START;
        FSM_START: n_fsm_state = next_bit     ? FSM_RECV : FSM_START;
        FSM_RECV : n_fsm_state = payload_done ? FSM_STOP : FSM_RECV ;
        FSM_STOP : n_fsm_state = next_bit     ? FSM_IDLE : FSM_STOP ;
        default  : n_fsm_state = FSM_IDLE;
    endcase
end
integer i = 0;
always @(posedge clk) begin 
    if(!resetn) begin
        recieved_data <= {PAYLOAD_BITS{1'b0}};
    end else if(fsm_state == FSM_IDLE             ) begin
        recieved_data <= {PAYLOAD_BITS{1'b0}};
    end else if(fsm_state == FSM_RECV && next_bit ) begin
        recieved_data[PAYLOAD_BITS-1] <= bit_sample;
        for ( i = PAYLOAD_BITS-2; i >= 0; i = i - 1) begin
            recieved_data[i] <= recieved_data[i+1];
        end
    end
end
always @(posedge clk) begin
    if(!resetn) begin
        bit_counter <= 4'b0;
    end else if(fsm_state != FSM_RECV) begin
        bit_counter <= {COUNT_REG_LEN{1'b0}};
    end else if(fsm_state == FSM_RECV && next_bit) begin
        bit_counter <= bit_counter + 1'b1;
    end
end
always @(posedge clk) begin
    if(!resetn) begin
        bit_sample <= 1'b0;
    end else if (cycle_counter == (CYCLES_PER_BIT-1)/2) begin
        bit_sample <= rxd_reg;
    end
end
always @(posedge clk) begin 
    if(!resetn) begin
        cycle_counter <= {COUNT_REG_LEN{1'b0}};
    end else if(next_bit) begin
        cycle_counter <= {COUNT_REG_LEN{1'b0}};
    end else if(fsm_state == FSM_START || 
                fsm_state == FSM_RECV  || 
                fsm_state == FSM_STOP   ) begin
        cycle_counter <= cycle_counter + 1'b1;
    end
end
assign counter = cycle_counter;
always @(posedge clk) begin 
    if(!resetn) begin
        fsm_state <= FSM_IDLE;
    end else begin
        fsm_state <= n_fsm_state;
    end
end
assign fsm=fsm_state;
always @(posedge clk) begin  
    if(!resetn) begin
        rxd_reg     <= 1'b1;
        rxd_reg_0   <= 1'b1;
    end else if(uart_rx_en) begin
        rxd_reg     <= rxd_reg_0;
        rxd_reg_0   <= uart_rxd;
    end
end
endmodule
==> /design/flow/run.sh <==
#!/bin/bash
# OpenROAD 26Q1-2900-gdf79404cd8, Yosys 0.63+post, stock flow scripts
make -C /OpenROAD-flow-scripts/flow DESIGN_CONFIG=/design/flow/config.mk WORK_HOME=/design/flow/orfs finish
==> /design/flow/config.mk <==
export PLATFORM = sky130hd
export DESIGN_NAME = uart_rx
export DESIGN_NICKNAME = uart_rx
export VERILOG_FILES = /design/flow/design.v
export SDC_FILE = /design/flow/constraint.sdc
export NUM_CORES = 4
export LEC_CHECK = 1
export CORE_UTILIZATION = 30
==> /design/flow/constraint.sdc <==
current_design uart_rx

set clk_period 2.9
set clk_io_pct 0.2

create_clock -name clk0 -period $clk_period [get_ports {clk}]

set non_clock_inputs [all_inputs -no_clocks]
set_input_delay [expr $clk_period * $clk_io_pct] -clock clk0 $non_clock_inputs
set_output_delay [expr $clk_period * $clk_io_pct] -clock clk0 [all_outputs]
==> flow_metrics.py <==
# Generated from Yosys and OpenROAD reports
metrics = {
    "outcome": {
        "status": "finished clean",
    },
    "worst_setup_path": {
        "end_kind": "output pin",
        "rr_startpoint": "cycle_counter[7]",
        "crit_type": "flop to output pin",
        "slowest_delay_ns": 0.45,
        "crit_path_top_delay_cell": "clkdlybuf4s50_1",
        "reg2reg_to": "bit_counter[3]",
        "path_buffers": 1,
        "worstPathArrival_ns": 2.18,
        "worstPathCellList": "nor4_2 > nand4_4 > nor3_4 > and3_1 > clkdlybuf4s50_1",
        "cp_max_fo": 8,
        "critPathRequiredTime_ns": 2.32,
        "reg2regPathDepth": 4,
        "crit_path_start_kind": "flop",
        "cpLargestDelayFamily": "simple AND/OR/NAND/NOR gates",
        "reg2reg_slack_ns": 1.15,
    },
    "min_path": {
        "hold-path-cell-count": 2,
        "min_from": "bit_sample",
        "holdPathEnd": "recieved_data[7]",
        "hp-class": "flop to flop",
    },
    "clock_tree": {
        "clockRootBuffer": "clkbuf_8",
        "clkTransAtPathRegs_ns": 0.09,
        "cts-hold-fix-buffers": 0,
        "htreeDepth": 2,
        "cts_sinks": 41,
        "post_cts_buffers": 0,
        "cts_buffers": 5,
        "cts_tree": "built",
        "insertion_delay_ns": 0.29,
        "cts.path.max_buffers": 2,
    },
    "timing": {
        "rsz0062_at_grt": "false",
        "finalCritPeriodShare_pct": 95.3,
        "relSlewSlack_pct": 65.4,
        "finalWorstSetupSlack_ns": 0.136,
        "skew_ns": 0.00945,
        "final.min_clock_period_ns": 2.76,
        "hold_viol": 0,
        "setup_viol_count_final": 0,
        "tightest_slew_ns": 0.517,
        "max_freq_mhz": 362,
        "finalMaxSlewViolations": 0,
        "tns_ns": 0,
    },
    "logic_synthesis": {
        "synth-edff-count": 0,
        "async_flop_share_pct": 0,
        "ys_sh_adder_pct": 2.71,
        "mux_share_pct": 5.42,
        "syn_area_sq_mm": 0.00185,
        "ys.flops": 41,
        "avgSynthCellArea_sq_um": 8.87,
        "yosys_area_sq_mm": 0.00185,
        "yosysWarnings": 1,
        "ys_sh_xor_pct": 5.22,
        "compound_area_share_pct": 12.1,
        "yosysUniqueCellTypes": 40,
        "yosysCellCount": 208,
        "synth-main-ff-cell": "dfxtp_1",
        "synth_cells": 208,
        "logic_family": "simple AND/OR/NAND/NOR gates",
        "synth-simple-area-share_pct": 25.9,
        "ys_seq_share_pct": 44.5,
    },
    "drt": {
        "ant_nets": 0,
        "wl_per_cell_um": 12.2,
        "n_antenna_cell": 0,
        "wirelength_um": 3850,
        "vias_per_cell": 4.74,
        "drc_errors": 0,
        "dr_total_vias": 1498,
        "drt_iter0_drc": 99,
        "dr.pass1.iters": 4,
    },
    "place": {
        "gp_congestion": 0.800,
        "pre_cts_ws_ns": 0.259,
        "placed_area_sq_mm": 0.00223,
        "dp_hpwl_um": 2710,
        "portBuffers": 31,
        "dp_cells": 308,
    },
    "power_and_ir_drop": {
        "power.leakage_nw": 0.874,
        "powerDensity_mw_per_mm2": 414,
        "irDropWorstVdd_v": 0.000248,
    },
    "layout": {
        "fin_area_sq_mm": 0.00234,
        "syn_to_final_growth_pct": 27.1,
        "fin_util_pct": 39.6,
        "layout_top_cells": "dfxtp_1, nand2_1, clkdlybuf4s50_1",
        "fin_cells": 316,
        "drive_above_1_share_pct": 8.30,
        "final_layout_top_logic_cell": "dfxtp_1",
        "largestRegisters": "cycle_counter (16), recieved_data (8), uart_rx_data (8)",
        "largest_reg_flops": 16,
        "largest-register": "cycle_counter",
    },
    "grt": {
        "grt_pass1_vias": 1369,
        "grt-ovfl-total": 0,
        "antenna_found_initial": 0,
        "grt_util_all_layers_pct": 13.0,
        "grt_max_degree": 18,
        "grt_pass1_wl_um": 6600,
    },
    "die": {
        "dieArea_sq_mm": 0.00647,
        "placementRows": 28,
        "fp.dieW_um": 80.4,
        "initial_core_util_pct": 31.2,
        "die_h_um": 80.4,
        "coreArea_sq_mm": 0.00592,
        "ioPinCount": 33,
    },
    "run": {
        "maxCapViolCount": 0,
        "warning_count": 27,
    },
}
[tightest hold or removal path, cell delays in order (launching register included)]
cell and delay (ns):
dfxtp_1 0.31, nand2_1 0.05, mux2i_1 0.05
[cell type report]
cell class                 instances  area, sq um
clock buffer                       5         68.8
clock inverter                     3         17.5
fill                             592         3580
inverter                           6         22.5
multi-input combinational        151          981
sequential                        41          821
tap                               75         93.8
timing repair buffer              35          340
[per-stage QoR]
stage | total power [mW] | hold WS [ns]
after floorplan | 0.602 | 0.429
after global placement | 0.615 | 0.443
after detailed placement | 0.615 | 0.446
after CTS | 0.984 | 0.452
after global routing | 1.02 | 0.469
final | 0.971 | 0.445
[where the power goes]
group          total (mW)  internal (mW)  switching, mW
Combinational      0.0296         0.0154         0.0143
Clock               0.369          0.166          0.203
Sequential          0.572          0.567        0.00516
Total               0.971          0.748          0.222
[synth_stat cells (all sizes together), types with 2 or more instances]
library cell | number | share of area, %
a21boi | 8 | 3.3
a21oi | 10 | 2.7
a31oi | 2 | 0.68
and2 | 4 | 1.4
and3 | 2 | 0.68
and4 | 3 | 1.5
buf | 6 | 1.9
clkbuf | 4 | 0.81
dfxtp | 41 | 44
ha | 4 | 2.7
inv | 6 | 1.2
mux2i | 10 | 5.4
nand2 | 38 | 7.7
nand3 | 9 | 2.7
nand4 | 5 | 2.0
nor2 | 13 | 2.6
nor4 | 5 | 3.2
o21ai | 8 | 2.2
o31ai | 3 | 1.2
or3 | 3 | 1.0
or4 | 3 | 1.2
xor2 | 10 | 4.7
[how the worst max path moves through the flow]
stage	startpoint	endpoint	slack [ns]	cells past startpoint
global route	cycle_counter[7]	uart_rx_break	0.02	5
CTS	cycle_counter[11]	uart_rx_break	0.05	5
finish	cycle_counter[7]	uart_rx_break	0.14	5
[kinds of logic after synthesis]
| logic type | count (synthesis) |
|---|---|
| simple gates | 90 |
| flops | 41 |
| compound gates | 35 |
| buf+inv | 16 |
| xor+xnor | 11 |
| mux | 10 |
| fa+ha+maj | 4 |
| other cells | 1 |
[per-layer routing]
layer | wire length (um) | share of wire, % | GRT usage (%)
met1 | 2010 | 52 | 21.3
met2 | 1580 | 41 | 18.1
met3 | 229 | 5.9 | 2.88
met4 | 31 | 0.80 | 1.43
met5 | 0 | 0 | 0
[timing repair]
action                     in CTS  in global routing
pin swaps                       0                  1
resized                         1                  3
setup endpoints to repair       1                  1
Power and IR drop assume default switching activity.
